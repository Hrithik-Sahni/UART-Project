**design/flow/config.mk**
```make
export PLATFORM = sky130hd
export DESIGN_NAME = TX_MODULE
export DESIGN_NICKNAME = TX_MODULE
export VERILOG_FILES = /design/flow/design.v
export SDC_FILE = /design/flow/constraint.sdc
export NUM_CORES = 4
export LEC_CHECK = 1
export CORE_UTILIZATION = 30
```
**design/flow/constraint.sdc**
```tcl
current_design TX_MODULE

set clk_period 1.0
set clk_io_pct 0.2

create_clock -name clk0 -period $clk_period [get_ports {baurd_clk}]

set non_clock_inputs [all_inputs -no_clocks]
set_input_delay [expr $clk_period * $clk_io_pct] -clock clk0 $non_clock_inputs
set_output_delay [expr $clk_period * $clk_io_pct] -clock clk0 [all_outputs]
```
**design/flow/design.v**
```verilog
`timescale 1ns / 1ps
module CLK_DIVIDER(baurd_clk,reset,clock_out);
input baurd_clk,reset;
output reg clock_out;
reg[3:0] counter = 4'd0;
always@(posedge baurd_clk,negedge reset)
	begin
		if(!reset)
			begin
				counter<=4'd0;
				clock_out<=0;
			end 
		else if(counter == 4'd15)
			begin
				counter<=4'd0;
				clock_out<=~clock_out;
			end
		else
			begin
				counter<=counter+1;
				clock_out<=clock_out;
			end
	end
endmodule
`timescale 1ns / 1ps
module MUX(
    input inp0 , inp1 , inp2 , inp3,
	 input[1:0] sel,
    output reg out
    );
	 always @(*)
		begin
			case(sel)
				2'b00: out = inp0;
				2'b01: out = inp1;
				2'b10: out = inp2;
				2'b11: out = inp3;
			endcase
		end
endmodule
`timescale 1ns / 1ps
module PARITY_GEN(
    input [7:0] data,
	 input load,
    output reg parity
    );
	 reg [7:0] temp = 8'd0;
	 always @(*)
		begin
			if(load)
				temp = data;  
			else
				begin
					parity = ^temp;	 
				end
		end
endmodule
`timescale 1ns / 1ps
module PISO(
	 input [7:0] data_in,
	 input clk,shift,load,reset,
    output reg out
    );
	 reg [7:0] temp = 8'd0;
	 always @(posedge clk , negedge reset)
		begin
			if(!reset)
				begin
					temp <= 8'b0;
					out <= 1'b0;
				end
			else if(load)
				begin
					temp <= data_in;
				end
			else if(shift)
				begin
					temp <= {temp[6:0] , 1'b0};
					out <= temp[7];
				end
			else
				temp <= temp;
		end
endmodule
`timescale 1ns / 1ps
module TX_CONTROLLER(
    input clk,start,reset,
    output reg load,shift,
    output reg [1:0] SEL
    );
 parameter Idle = 3'd0, Start = 3'd1, Data = 3'd2, Parity = 3'd3, Stop = 3'd4;
	 reg [2:0] state;
	 reg [2:0] next_state;
	 reg [3:0]count = 4'd0;
	 always@(*)
	 begin
	 case(state)
	 Idle : begin
					next_state = start? Start:Idle;
					shift = 0;
					load = 0;
					SEL = 2'b11;
			end
	 Start : begin
					next_state = Data;
					shift = 0;
					load = 1;
					SEL = 2'b00;
			 end
	 Data : begin 
	            next_state = (count == 4'd8)?Parity:Data;
					load = 0;
					shift =1;
					SEL = 2'b01;
			end
	 Parity : begin
					next_state = Stop;
					shift = 0;
					load = 0;
					SEL = 2'b10;
			 end
	 Stop : begin 
	            next_state = start? Start:Idle;
					shift = 0;
					load = 0;
					SEL = 2'b11;
			 end
	endcase
	end
	always@(posedge clk or negedge reset) 
	begin
	if(!reset)
	state <= Idle;
   	else 
	state <= next_state;
	end  
	always@(posedge clk , negedge reset)
		begin
			if(!reset)
				count <= 0;
			else if(state == Data)
				count <= count + 1;
			else
				count <= count;
		end
endmodule
`timescale 1ns / 1ps
module TX_MODULE(
		input baurd_clk,reset,tx_start, 
		input [7:0] data,
		output fout
    );
	 wire load,shift,piso_out,parity_out,clk_out;
	 wire [1:0] sel;
	 TX_CONTROLLER tx_ctrl(clk_out , tx_start , reset , load , shift , sel);
	 PISO p(data , clk_out , shift , load , reset , piso_out);
	 PARITY_GEN pg(data , load , parity_out);
	 MUX m(1'b0 , piso_out , parity_out , 1'b1 , sel , fout);
	 CLK_DIVIDER cdtx(baurd_clk , reset , clk_out);
endmodule
```
**design/flow/run.sh**
```bash
#!/bin/bash
# OpenROAD 26Q1-2900-gdf79404cd8, Yosys 0.63+post, stock flow scripts
make -C /OpenROAD-flow-scripts/flow DESIGN_CONFIG=/design/flow/config.mk WORK_HOME=/design/flow/orfs finish
```
==> flow_summary_export.csv <==
group,metric,value,unit
critical_path,cp_common_cell,"o21ai_1",
job,maxCapViolations,0,
global_route,grt_max_degree,27,
pwr,swShare,0.1865,
global_route,gr-usage-all-layers,0.1004,
synthesis,synth_cell_types,23,
pwr,power_frac_seq,0.326,
floorplanning,coreArea,3799,um^2
synthesis,syn_inst,108,
route,viasPerCell,4.303,
synthesis,ys.flops,37,
final_timing,period_used_share,0.9775,
critical_path,cp.required,1.10,ns
route,routed-via-count,753,
final_timing,relSlewSlack,0.5601,
critical_path,reg2reg_depth,4,
final_timing,post-route-min-period,0.9775,ns
route,antennaDiodeCount,0,
synthesis,ys_warn_count,5,
floorplanning,die_area,4377,um^2
clock_tree,cts_tree,"built",
pwr,combPwrFrac,0.113,
synthesis,top_cells_by_area,"dfrtp_1 (43%), dlxtn_1 (9.7%), dlxtp_1 (9.7%)",
placed_design,hpwl,1.403,mm
final_timing,unclocked_pins,32,
synthesis,synth_top_cell_by_area,"dfrtp_1",
final_timing,setup_viol,0,
job,warnings,27,
global_route,grt_remaining_overflow,0,
placed_design,port_buffers,11,
global_route,grt_antenna_before_repair,0,
critical_path,cp_max_fo,4,
pwr,pwr-share-clk,0.561,
critical_path,cp_num_buf_inv,0,
clock_tree,clock_path_buffers,2,
clock_tree,insertion_delay,0.22,ns
final_timing,rsz0062_at_grt,"true",
route,ant_nets,0,
route,firstDrtPassIters,4,
final_timing,worstMarginPinSlew,0.6594,ns
global_route,grt_first_pass_wirelength,3.381,mm
placed_design,gp_congestion,0.7395,
synthesis,syn_area,1235,um^2
final_layout,seqCellArea,765.7,um^2
critical_path,crit_slowest_cell,"dfrtp_1",
pwr,switchingPower,0.1211,mW
clock_tree,numCtsBuffers,3,
floorplanning,io-pin-count,12,
final_timing,hold_viol,0,
clock_tree,clkTransAtPathRegs,0.03,ns
pwr,leakage,0.6707,nW
synthesis,yosysTopAreaCellShare,0.4255,
final_layout,comb_area,457.9,um^2
final_layout,fillers,364,
floorplanning,initCoreUtil,0.3251,
floorplanning,fp-row-count,22,
synthesis,ys_cells,108,
final_layout,drive_gt1_frac,0.1024,
floorplanning,die_x,66.16,um
route,drt-total-wl,1.838,mm
hold_path,hold_path.class,"primary input to asynchronous set/reset pin",
critical_path,reg2reg_slack,0.02,ns
final_timing,fmax,1023,MHz
synthesis,avgSynthCellArea,11.43,um^2
critical_path,critical_path.cell_chain,"ha_4 -> a21oi_2 -> o21ai_1 -> o21ai_1",
pwr,finalPower,0.6493,mW
critical_path,crit_path_start_kind,"flip-flop",
status,outcome,"completed",
pwr,ir_drop,0.7548,mV
synthesis,ys_chip_area,1235,um^2
critical_path,critPathKind,"flip-flop to flip-flop",
route,drc_errors,0,
final_layout,area_growth,21.68,%
clock_tree,cts-root-buf,"clkbuf_8",
pwr,powerDensity,432.1,nW/um^2
floorplanning,fp.dieH,66.16,um
final_timing,clock_skew,0.001834,ns
global_route,first_global_vias,786,
final_timing,untimed_endpoints,33,
pwr,p_int,0.5282,mW
final_timing,slew_violations,0,
critical_path,critPathCaptureType,"flip-flop",
route,drt_iter0_drc,15,
critical_path,cp.depth,4,
critical_path,slowest_delay,0.41,ns
final_layout,final_cell_mix,"dfrtp_1 (21), clkdlybuf4s50_1 (11), nand2_1 (10), xnor2_1 (10), o21ai_0 (9)",
final_timing,whs,0.2372,ns
route,wire_per_inst,10.50,um
clock_tree,cts_max_level,1,
critical_path,arrival,1.07,ns
critical_path,cp_top_family,"flip-flops",
final_layout,layout_top_cell,"dfrtp_1",
final_layout,finish.utilization,0.3956,
## power groups by stage
stage         registers [mW]  logic, mW  clock network [mW]
CTS                    0.211     0.0764               0.376
finish                 0.211     0.0737               0.364
global route           0.212     0.0824               0.389
## metrics by stage
step / setup WS [ns] / TNS, ns / cells / cell area [um^2]
finish: 0.02253 / 0 / 175 / 1503
global route: -0.02154 / -0.02154 / 175 / 1503
CTS: 0.01725 / 0 / 173 / 1484
detailed placement: -0.09287 / -0.09287 / 168 / 1419
global placement: 0.03505 / 0 / 168 / 1419
floorplan: 0.05966 / 0 / 108 / 1235
## layer usage
metal / up-vias / wire length [um] / GRT usage
met5: - / 0 / 0
met2: 8 / 862 / 0.1645
met4: 0 / 0 / 0.005319
met1: 350 / 944 / 0.1585
li1: 395 / - / -
met3: 0 / 31 / 0.006993
## repair_timing
action                                  in CTS  in global routing
endpoints found under the setup margin       2                  2
hold buffers                                 0                  0
setup buffers                                1                  2
resized                                      3                  2
pin swaps                                    0                  2
## area by class of cell
class,count,share of cell area
Timing Repair Buffer,17,0.1032
Multi-Input combinational cell,64,0.3047
Sequential cell,37,0.5096
Inverter,5,0.01249
Clock buffer,4,0.02998
Tap cell,48,0.03997
## path summary, 6_finish.rpt
| kind | start | end |
|---|---|---|
| max reg2reg | cdtx.counter[1] | cdtx.counter[3] |
| min | reset | cdtx.counter[1] |
| min in group clk0 | cdtx.clock_out | cdtx.clock_out |
| max | cdtx.counter[1] | cdtx.counter[3] |
| max in group asynchronous | reset | cdtx.counter[3] |
| min reg2reg | cdtx.clock_out | cdtx.clock_out |
## cell usage after synthesis
library cell,number
a21oi_1,2
a22o_1,1
a31oi_1,1
buf_2,1
clkbuf_1,1
dfrtp_1,21
dlxtn_1,8
dlxtp_1,8
ha_1,3
inv_1,5
mux2_2,1
mux2i_1,7
nand2_1,10
nand2b_1,1
nand3_1,2
nand4_1,1
nand4b_1,1
nor2_1,6
nor2b_1,3
nor3b_4,1
o21ai_0,11
xnor2_1,10
xor2_1,3
## cells by family (layout without fill, tap and decap cells)
kind of cell               after synthesis  count (layout)  share of synthesized area
DFF                                     21              21                     0.4255
muxes                                    8               8                    0.06586
buffers and inverters                    7              26                    0.02228
xor gates and xnor gates                13              13                    0.09220
and+or+nand+nor                         25              25                     0.1044
latches                                 16              16                     0.1945
adders and majority gates                3               3                    0.03040
AOI/OAI and AO/OA                       15              15                    0.06485
## sequential cells by signal, indices dropped and copies added, names as in the netlist
name,cells
tx_ctrl.shift,1
tx_ctrl.state,3
cdtx.counter,4
tx_ctrl.load,1
tx_ctrl.count,4
tx_ctrl.next_state,3
pg.temp,8
p.temp,8
tx_ctrl.SEL,2
p.out,1
pg.parity,1
cdtx.clock_out,1
No activity file was given, so power comes from the tool's default toggle rates.
