==> design/flow/design.v <==
`timescale 1ns / 1ps
module CLK_DIVIDER(baurd_clk,reset,clock_out);
input baurd_clk,reset;
output reg clock_out;
reg[3:0] counter = 4'd0;
always@(posedge baurd_clk,negedge reset)
	begin
		if(!reset)
			begin
				counter<=4'd0;
				clock_out<=0;
			end 
		else if(counter == 4'd15)
			begin
				counter<=4'd0;
				clock_out<=~clock_out;
			end
		else
			begin
				counter<=counter+1;
				clock_out<=clock_out;
			end
	end
endmodule
`timescale 1ns / 1ps
module DETECT_START_RECIEVER(baud_clk,rx_in,detected);
input baud_clk;
input rx_in;
output reg detected;
reg [3:0]state;
parameter IDLE=4'b0000,cycle1=4'b0001,cycle2=4'b0010,cycle3=4'b0011,cycle4=4'b0100,cycle5=4'b0101,cycle6=4'b0110,cycle7=4'b0111,cycle8=4'b1000;
always@(posedge baud_clk)
	begin
		case(state)
			IDLE: if(rx_in==0)
						begin
							state=cycle1;
							detected=0;
						end
					else
						begin
							state=IDLE;
							detected=0;
						end
			cycle1: if(rx_in==0)
								begin
									state=cycle2;
									detected=0;
								end
							else
								begin
									state=IDLE;
									detected=0;
								end
			cycle2: if(rx_in==0)
								begin
									state=cycle3;
									detected=0;
								end
							else
								begin
									state=IDLE;
									detected=0;
								end
			cycle3: if(rx_in==0)
								begin
									state=cycle4;
									detected=0;
								end
							else 
									begin
										state=IDLE;
										detected=0;
									end
			cycle4: if(rx_in==0)
								begin
									state=cycle5;
									detected=0;
								end
							else 
									begin
										state=IDLE;
										detected=0;
									end
			cycle5: if(rx_in==0)
								begin
									state=cycle6;
									detected=0;
								end
							else 
									begin
										state=IDLE;
										detected=0;
									end
			cycle6: if(rx_in==0)
								begin
									state=cycle7;
									detected=0;
								end
							else 
									begin
										state=IDLE;
										detected=0;
									end
			cycle7: if(rx_in==0)
								begin
									state=cycle8;
									detected=0;
								end
							else 
									begin
										state=IDLE;
										detected=0;
									end
			cycle8: if(rx_in==0)
									begin
										state=cycle8;
										detected=1;
									end
								else 
									begin
										state=IDLE;
										detected=0;
									end
			default:
								begin
									state=IDLE;
									detected=0;
								end
		endcase
	end				
endmodule
`timescale 1ns / 1ps
module PARITY_CHECK(
		input  parity_in,parity_load,
		input [7:0] data_sipo,
		output reg parity_error,
		output reg [7:0] data_out
    );
	 always @(*)
		begin
	    if(parity_load)
				begin
					if(parity_in == ^data_sipo)
						begin
							parity_error = 1'b0;
							data_out = data_sipo;
						end
					else
						begin
							parity_error = 1'b1;
							data_out = 8'd0;
						end
				end
		end
endmodule
`timescale 1ns / 1ps
module RX_CONTROLLER(
    input clk, reset , start_bit , parity_error,
    output reg shift , parity_load , check_stop
    );
	 reg [1:0] state;
	 reg [1:0] next_state;
	 reg [3:0] count = 4'd0;
	 parameter Idle = 2'b00 , Data = 2'b01 , Parity = 2'b10 , Stop = 2'b11;
	 always @(*)
		begin
			case(state)
			Idle   : begin
							next_state = start_bit ? Data : Idle;
							shift = 0;
							parity_load = 0;
							check_stop = 0;
						end
			Data   : begin
							next_state = (count == 4'b1000) ? Parity : Data;
							shift = 1;
							parity_load = 0;
							check_stop = 0;
						end
			Parity : begin
							next_state = (parity_error == 0)? Stop : Idle;
							shift = 0;
							parity_load = 1;
							check_stop = 0;
						end
			Stop   :	begin		
							next_state = Idle;
							shift = 0;
							parity_load = 0;
							check_stop = 1;
						end
			endcase
		end
	 always @(posedge clk , negedge reset)
		begin
			if(!reset)
				count <= 0;
			else begin
			  if(state == Data)
				count <= count + 1;
			else if(count==4'b1000)
			   count<=4'd0;
				else
				count <=count;
				end
		end
	always @(posedge clk , negedge reset)
		begin
			if(!reset)
				state <= Idle;
			else
				state <= next_state;
		end
endmodule
`timescale 1ns / 1ps
module RX_MODULE(
    input baud_clk , reset , rx_inp ,
    output [7:0] data_out,
	 output stop_error,
	 output parity_error
    );
	 wire start_detect , shift , parity_load , check_stop , clk_out;
	 wire [7:0] sipo_out;
	 wire [7:0] parity_out;
	 DETECT_START_RECIEVER stdetect(baud_clk , rx_inp , start_detect);
	 SIPO sp(clk_out , reset , rx_inp , shift , sipo_out);
	 PARITY_CHECK pc( rx_inp , parity_load , sipo_out , parity_error , parity_out);
	 STOP_CHECK stpchk(rx_inp , check_stop , parity_out , data_out , stop_error);
	 RX_CONTROLLER rx_ctrl(clk_out , reset , start_detect, parity_error ,shift , parity_load , check_stop);
	 CLK_DIVIDER cdrx(baud_clk , reset , clk_out);
endmodule
`timescale 1ns / 1ps
module SIPO(
    input clk , reset , data_in, shift,
    output [7:0] out
    );
	reg [7:0]temp;
	always @(posedge clk , negedge reset)
		begin
			if(!reset)
			begin
				temp <= 8'd0;
			end
			else if(shift)
			begin
				temp <= {temp[6:0] , data_in};
			end
		end
	assign out=temp;
endmodule
`timescale 1ns / 1ps
module STOP_CHECK(
    input rx_in,check_stop,
    input [7:0] data_in,
    output reg [7:0] data_out,
    output reg stop_error
    );
	 always @(*)
	 begin
		if(check_stop==1)
			begin
				if(rx_in==1)
					begin
						data_out = data_in;
						stop_error = 1'b0; 
					end
				else
					begin
						data_out = 8'd0;
						stop_error = 1'b1;
					end
			end	
	 end
endmodule
==> design/flow/run.sh <==
#!/bin/bash
# OpenROAD 26Q1-2900-gdf79404cd8, Yosys 0.63+post, stock flow scripts
make -C /OpenROAD-flow-scripts/flow DESIGN_CONFIG=/design/flow/config.mk WORK_HOME=/design/flow/orfs finish
==> design/flow/config.mk <==
export PLATFORM = sky130hd
export DESIGN_NAME = RX_MODULE
export DESIGN_NICKNAME = RX_MODULE
export VERILOG_FILES = /design/flow/design.v
export SDC_FILE = /design/flow/constraint.sdc
export NUM_CORES = 4
export LEC_CHECK = 1
export CORE_AREA = 10 10 113 113
export DIE_AREA = 0 0 123 123
==> design/flow/constraint.sdc <==
current_design RX_MODULE

set clk_period 1.5
set clk_io_pct 0.2

create_clock -name clk0 -period $clk_period [get_ports {baud_clk}]

set non_clock_inputs [all_inputs -no_clocks]
set_input_delay [expr $clk_period * $clk_io_pct] -clock clk0 $non_clock_inputs
set_output_delay [expr $clk_period * $clk_io_pct] -clock clk0 [all_outputs]
==> impl_metrics.env <==
# source this file to load flow results
export IMPL_p_int_w=0.000490
export IMPL_grt_overflow=0
export IMPL_cts_buffer_depth=2
export IMPL_grt_pass1_vias=898
export IMPL_numPortBuffers=12
export IMPL_edf_count=0
export IMPL_numCtsBuffers=3
export IMPL_synth_cells=143
export IMPL_cts_tree="yes"
export IMPL_pwr_share_clk_pct=44.9
export IMPL_worst_path_dominant_cell_family="simple AND/OR/NAND/NOR gates"
export IMPL_tns_ns=0
export IMPL_htree_levels=1
export IMPL_wl_met1_um=1200
export IMPL_path_cells="or4b_1 -> a21oi_1"
export IMPL_slowest_delay_ns=0.55
export IMPL_max_slew_worst_pin_slew_ns=0.580
export IMPL_xor_area_share_pct=9.74
export IMPL_switchingPower_w=0.000130
export IMPL_warning_count=26
export IMPL_row_count=37
export IMPL_diodes=0
export IMPL_ir_drop_v=0.000242
export IMPL_drt_pass1_iter_count=4
export IMPL_unclocked_pins=34
export IMPL_ios=13
export IMPL_dp_cells=290
export IMPL_synth_top_flop_cell="dfrtp_1"
export IMPL_postRouteAntennaNets=0
export IMPL_crit_required_ns=1.66
export IMPL_comb_power_share_pct=9.0
export IMPL_drc_errors=0
export IMPL_fin_cells=294
export IMPL_endpoint_kind="flop"
export IMPL_dr_wl_met3_um=89
export IMPL_die_h_um=123
export IMPL_drive_above_1_share_pct=10.1
export IMPL_design_area_sq_mm=0.00194
export IMPL_clk_latency_ns=0.23
export IMPL_p_leak_nw=0.835
export IMPL_path_buffers=0
export IMPL_yosys_area_sq_mm=0.00161
export IMPL_power_density_mw_per_mm2=320
export IMPL_n_fill_cell=1114
export IMPL_simple_gate_area_share_pct=14.3
export IMPL_hold_buffers=0
export IMPL_grt_max_degree=17
export IMPL_logic_family="simple AND/OR/NAND/NOR gates"
export IMPL_avgSynthCellArea_sq_um=11.2
export IMPL_drt_iter0_drc=25
export IMPL_chipArea_sq_mm=0.0151
export IMPL_placed_area_sq_mm=0.00190
export IMPL_switching_share_pct=21.0
export IMPL_gp_congestion=0.762
export IMPL_drv_cap=0
export IMPL_post_dp_hpwl_um=1870
export IMPL_viasPerCell=3.30
export IMPL_max_freq_mhz=932
export IMPL_fin_skew_ns=0.000298
export IMPL_total_power_w=0.000620
export IMPL_synthAdderAreaFrac_pct=2.34
export IMPL_slew_headroom_pct=61.1
export IMPL_crit_type="flop to flop"
export IMPL_start_kind="flop"
export IMPL_finalCritPeriodShare_pct=71.5
export IMPL_min_path_type="input port to async pin"
export IMPL_syn_cell_area_sq_mm=0.00161
export IMPL_grt_use_total_pct=3.24
export IMPL_antenna_found_initial=0
export IMPL_synthAoiAreaFrac_pct=4.28
export IMPL_syn_to_final_growth_pct=20.8
export IMPL_yosys_warnings=6
export IMPL_finalCriticalPeriod_ns=1.07
export IMPL_vias=969
export IMPL_async_flop_share_pct=47.7
export IMPL_untimed_endpoints=44
export IMPL_root_buffer="clkbuf_8"
export IMPL_crit_slowest_cell="or4b_1"
export IMPL_grt_pass1_wl_um=4200
export IMPL_status="finished, final reports clean"
export IMPL_avgRoutedWirePerCell_um=8.39
export IMPL_yosysCellCount=143
export IMPL_postRouteWirelength_um=2470
export IMPL_setup_viol=0
export IMPL_mux_area_share_pct=10.6
export IMPL_postCtsSetupBuffers=0
export IMPL_arrival_ns=1.24
export IMPL_hold_viol_final=0
export IMPL_coreArea_sq_mm=0.0103
export IMPL_initial_utilization_pct=15.6
export IMPL_top_area_share_pct=31.2
export IMPL_rsz0062_at_grt="false"
export IMPL_ys_flops=44
export IMPL_synth_cell_types=35
export IMPL_p_seq_share_pct=46.1
export IMPL_top_layer="met4"
export IMPL_critPathMaxFanout=4
export IMPL_maxSlewViolCount=0
export IMPL_die_w_um=123
export IMPL_wl_met2_um=1080
export IMPL_ctsResizeCount=0
export IMPL_clkTransAtPathRegs_ns=0.04
export IMPL_synth_top_cell_by_area="dfrtp_1"
export IMPL_ys_top_cells_by_area="dfrtp_1 31%, dlxtn_1 8.4%, dlxtp_1 8.4%"
-- power by group through the flow --
stage / clock, W / combinational, W / sequential [W]
4_1_cts: 0.000286 / 0.0000578 / 0.000286
5_1_grt: 0.000303 / 0.0000632 / 0.000288
6_report: 0.000278 / 0.0000559 / 0.000286
-- per-layer routing --
layer | vias to the layer above | track usage [%]
met1 | 452 | 4.46
met2 | 11 | 5.22
li1 | 504 | -
met5 | - | 0
met4 | 0 | 1.09
met3 | 2 | 0.370
-- path summary, 6_finish.rpt --
path / slack [ns] / startpoint / cells after the start / endpoint
worst max-delay path: 0.43 / stdetect.state[1] / 2 / stdetect.state[3]
worst min-delay path: 0.30 / reset / 1 / cdrx.counter[1]
worst max register to register: 0.43 / stdetect.state[1] / 2 / stdetect.state[3]
worst min register to register: 0.47 / cdrx.clock_out / 1 / cdrx.clock_out
max in group asynchronous: 1.00 / reset / 1 / cdrx.counter[2]
min in group clk0: 0.47 / cdrx.clock_out / 1 / cdrx.clock_out
-- sequential cells by signal, indices dropped and copies added, names as in the netlist, 4 cells and up --
register	count
rx_ctrl.count	4
rx_ctrl.state	4
cdrx.counter	4
sp.temp	8
stpchk.data_out	8
pc.data_out	8
stdetect.state	4
-- cell type report --
| type | instances | area (sq um) | share of cell area [%] |
|---|---|---|---|
| Timing Repair Buffer | 15 | 143 | 7.35 |
| Sequential cell | 44 | 897 | 46.2 |
| Inverter | 6 | 22.5 | 1.16 |
| Multi-Input combinational cell | 89 | 663 | 34.2 |
| Clock buffer | 4 | 45.0 | 2.32 |
| Tap cell | 136 | 170 | 8.77 |
-- placed cells by master (no fill, tap or decap), types with 2 or more instances in the layout --
cell type         n
clkdlybuf4s50_1  12
mux2i_1           8
ha_1              3
dlxtn_1           9
dfrtp_1          20
o21ai_0           2
buf_4             3
o21ai_1           3
nor3_1            3
a21oi_1           4
nor2_1            3
dfxtp_1           5
clkbuf_8          3
inv_1             6
nand3_1           3
dlxtp_1           9
mux2_2            8
nand2_1          19
nand2b_1          2
xnor2_1           7
xnor3_1           2
and2_1            8
xor2_1            3
-- cells by family after synthesis --
kind of cell,count (synthesis)
AND-OR/OR-AND,12
buffers and inverters,10
XOR/XNOR,13
AND/OR/NAND/NOR,45
flip-flops,26
multiplexers,16
latches,18
adder cells (fa/ha/maj),3
-- synth_stat cells (2+ instances only) --
cell / count
dfrtp_1: 20
nand2_1: 19
dlxtn_1: 9
dlxtp_1: 9
and2_1: 8
mux2_2: 8
mux2i_1: 8
xnor2_1: 7
inv_1: 6
dfxtp_1: 5
a21oi_1: 4
ha_1: 3
nand3_1: 3
nor2_1: 3
nor3_1: 3
o21ai_1: 3
xor2_1: 3
clkbuf_1: 2
nand2b_1: 2
o21ai_0: 2
xnor3_1: 2
-- worst register-to-register path, stage by stage (launching register included) --
cell	delay, ns
dfxtp_1	0.33
or4b_1	0.55
a21oi_1	0.13
-- metrics by stage --
step                      hold WS, ns  utilization [%]  worst slack (ns)
final                           0.301             18.8             0.427
after CTS                       0.301             18.8             0.422
after floorplan               0.00441                -             0.472
after detailed placement        0.464             18.4             0.418
after global placement          0.462             18.4             0.433
after global routing            0.304             18.8             0.355
No activity file was given, so power comes from the tool's default toggle rates.
